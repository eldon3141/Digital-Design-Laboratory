==> design.v <==
`timescale 1ns / 1ps
module clk_div(clk, rst, dp_clk, main_clk, adj_clk
    );
	 input clk;
	 input rst;
	 output reg dp_clk = 0;
	 output reg main_clk = 0;
	 output reg adj_clk = 0;
	 reg [16:0] dp_reg = 0;
	 reg [25:0] main_reg = 0;
	 reg [25:0] adj_reg = 0;
parameter max_digit3 = 4'b1001;
parameter max_digit2 = 4'b1001;
parameter max_digit1 = 4'b0101;
parameter max_digit0 = 4'b1001;
parameter dp_clk_max = 100000;
parameter main_clk_max = 50000000;
parameter adj_clk_max = 25000000;
	 always @(posedge clk) begin
		if(rst) begin
			main_reg <= 0;
			adj_reg <= 0;
			main_clk <= 0;
			adj_clk <= 0;
		end else begin
			if (dp_reg == dp_clk_max) begin
				dp_reg <= 0;
				dp_clk <= ~dp_clk;
			end else begin
				dp_reg <= dp_reg + 1'b1;
			end
			if (main_reg == main_clk_max) begin
				main_reg <= 0;
				main_clk <= ~main_clk;
			end else begin
				main_reg <= main_reg + 1'b1;
			end
			if (adj_reg == adj_clk_max) begin
				adj_reg <= 0;
				adj_clk <= ~adj_clk;
			end else begin
				adj_reg <= adj_reg + 1'b1;
			end
		end
	 end
endmodule
`timescale 1ns / 1ps
module counter_4bit(
    i_clk, i_rst, i_max, i_num, i_set, i_inc, i_paused, o_val, o_carry
    );
	 input i_clk;
	 input i_rst;
	 input [3:0] i_max;
	 input [3:0] i_num;
	 input i_set;
	 input i_inc;
	 input i_paused;
	 output reg [3:0] o_val;
	 output reg o_carry;
	 reg [3:0] last_state; 
	 always @(posedge i_inc or posedge i_rst or posedge i_set)
	 begin
		if(i_rst) begin
			o_val[3:0] <= 4'b0000;
		end
		else begin
			if (i_set) begin
				o_val[3:0] <= i_num[3:0];
			end else begin
				if (~i_paused) begin
					last_state <= o_val;
					if(o_val < i_max)
					begin
						o_carry <= 1'b0;
						o_val <= o_val + 1'b1;	
					end
					else
					begin
						o_carry <= 1'b1;
						o_val <= 4'b0;
					end
				end
			end
		end
	end
endmodule
`timescale 1ns/1ps 
module debouncer(i_clk,i_btn,o_btn_state); 
	input i_btn,i_clk;
	output reg o_btn_state;
	wire [17:0] incrementer;
	reg [16:0] clk_div = 0;
	reg clk_en;
	reg clk_en_d;
	reg [2:0] states = 0;    
	assign incrementer = clk_div + 1;
	always @(posedge i_clk) begin
		clk_div <= incrementer[16:0];
		clk_en <= incrementer[17];
		clk_en_d <= clk_en;
	end
	always @(posedge i_clk) begin
		if (clk_en) begin
			states[2:0] <= {i_btn,states[2:1]};
		end
	end
	wire is_btn_posedge;
	assign is_btn_posedge = ~states[0] & states[1];
	always@(posedge i_clk) begin
		if(clk_en_d) begin
			o_btn_state <= is_btn_posedge;
		end else begin
			o_btn_state <= 0;
		end
	end
endmodule 
module decode_7seg(
	val,num_disable,cats
	);
    input [3:0] val;
	 input num_disable;
	 output reg [6:0] cats;
	 always @(val or num_disable) begin
			if(num_disable) begin
				cats <= 7'b000000;
			end else begin
				case(val)
					4'b0000 : cats <= 7'b0111111;
					4'b0001 : cats <= 7'b0000110;
					4'b0010 : cats <= 7'b1011011;
					4'b0011 : cats <= 7'b1001111;
					4'b0100 : cats <= 7'b1100110;
					4'b0101 : cats <= 7'b1101101;
					4'b0110 : cats <= 7'b1111101;
					4'b0111 : cats <= 7'b0000111;
					4'b1000 : cats <= 7'b1111111;
					4'b1001 : cats <= 7'b1101111;
					default : cats <= 7'b0000000;
				endcase
			end
	 end
endmodule 
`timescale 1ns / 1ps
module gpu(
				sel,dp_clk,blink_clk,nums,adj,cats,anodes
);
    input [1:0] sel;
	 input dp_clk;
    input blink_clk;
	 input [15:0] nums;
    input adj;
    reg [3:0] val = 0;
    reg [1:0] index = 0;
	 wire [3:0] split_nums[0:3];
    reg num_disable = 0;
	 wire this_disable;
	 wire [6:0] decoded;
    output reg [6:0] cats = 7'b1111111;
    output reg [3:0] anodes = 7;  
	 assign split_nums[0] = nums[3:0];
	 assign split_nums[1] = nums[7:4];
	 assign split_nums[2] = nums[11:8];
	 assign split_nums[3] = nums[15:12];
	 assign this_disable = (index == sel) & num_disable;
	 always @(negedge dp_clk) cats[6:0] <= ~decoded[6:0];  
	 always @(negedge dp_clk) begin
			if(~anodes[0])  begin
            anodes[0] <= 1;
            anodes[1] <= 0;
        end else if(~anodes[1]) begin
            anodes[1] <= 1;
            anodes[2] <= 0;
        end else if(~anodes[2]) begin
            anodes[2] <= 1;
            anodes[3] <= 0;
        end else begin
            anodes[3] <= 1;
            anodes[0] <= 0;
        end
		  index <= index + 1'b1;
	 end
    always @(posedge dp_clk) begin
        val <= split_nums[index]; 
    end
    always @(posedge blink_clk) begin
        if (adj) begin
            num_disable <= ~num_disable; 
        end else begin
            num_disable <= 0;
        end
    end
    decode_7seg decoder(
        .val(val),
        .num_disable(this_disable),
        .cats(decoded[6:0])
    );
 endmodule
`timescale 1ns / 1ps
module input_handling(clk,btnR,btnP,adj,o_rst,o_pause,o_adj_pulse
    );
		input clk;
		input btnR;
		input btnP;
		input adj;
		output o_rst;
		output o_pause;
		output reg o_adj_pulse;
		reg [1:0] adj_states;
		debouncer dbP (
		 .i_clk(clk),
		 .i_btn(btnP),
		 .o_btn_state(o_pause)
		);
		debouncer dbR (
		 .i_clk(clk),
		 .i_btn(btnR),
		 .o_btn_state(o_rst)
		);
		always @(posedge clk) begin
			adj_states <= {adj_states[0],adj};
			if (adj_states[1] != adj_states[0]) begin
				o_adj_pulse <= 1'b1;
			end else begin
				o_adj_pulse <= 1'b0;
			end
		end
endmodule
`timescale 1ns / 1ps
module stopwatch(clk, sw, btnP, btnR, seg, an
    );
	 input clk;
	 input [7:0] sw;
	 input btnP;
	 input btnR;
	 output [6:0] seg;
	 output [3:0] an;
	 wire pause_pulse;
	 wire adj_pulse;
	 wire rst;
	 wire dp_clk;
	 wire main_clk;
	 wire adj_clk;
	 wire [15:0] nums;
	 input_handling ih (
		.clk(clk),
		.btnR(btnR),
		.btnP(btnP),
		.adj(sw[2]),
		.o_rst(rst),
		.o_pause(pause_pulse),
		.o_adj_pulse(adj_pulse)
		);
	 clk_div cd (
		.clk(clk),
		.rst(rst),
		.dp_clk(dp_clk),
		.main_clk(main_clk),
		.adj_clk(adj_clk)
	 );
	 stopwatch_logic sl (
		.i_adj(sw[2]),
		.rst(rst),
		.i_num(sw[7:4]),
		.i_sel(sw[1:0]),
		.i_btnP(pause_pulse),
		.i_adj_pulse(adj_pulse),
		.clk_1hz(main_clk),
		.clk_m(clk),
		.o_val(nums)
	 );
	 gpu gpu (
		.sel(sw[1:0]),
		.dp_clk(dp_clk),
		.blink_clk(adj_clk),
		.nums(nums),
		.adj(sw[2]),
		.cats(seg),
		.anodes(an)
	);
endmodule
`timescale 1ns / 1ps
module stopwatch_logic(
	i_adj,rst,i_num,i_sel,i_btnP,i_adj_pulse,clk_1hz,clk_m,o_val
	);
parameter max_digit3 = 4'b1001;
parameter max_digit2 = 4'b1001;
parameter max_digit1 = 4'b0101;
parameter max_digit0 = 4'b1001;
parameter dp_clk_max = 100000;
parameter main_clk_max = 50000000;
parameter adj_clk_max = 25000000;
	input [3:0] i_num;
	input [1:0] i_sel;
	input i_adj;
	input i_adj_pulse;
	input i_btnP;
	input clk_1hz;
	input clk_m;  
	input rst;
	output wire [15:0] o_val;
	reg pauseState = 0;
	wire [3:0] o_val_arr[0:3];
	assign o_val = {o_val_arr[3],o_val_arr[2],o_val_arr[1],o_val_arr[0]};
	wire set[0:3];
	reg en[0:3];
	wire [3:0] carry;
	assign set[0] = (i_adj & i_btnP & ~i_sel[1] & ~i_sel[0]);
	assign set[1] = (i_adj & i_btnP & ~i_sel[1] & i_sel[0]);
	assign set[2] = (i_adj & i_btnP & i_sel[1] & ~i_sel[0]);
	assign set[3] = (i_adj & i_btnP & i_sel[1] & i_sel[0]);
	always @(posedge clk_m) begin
		if(i_btnP || i_adj_pulse) begin
			if (~i_adj) begin
				pauseState <= ~pauseState;
			end else begin
				pauseState <= 1'b1;
			end
		end
	end
	always @* begin 
		en[3] <= (carry[2]);
		en[2] <= (carry[1]);
		en[1] <= (carry[0]);
		en[0] <= (clk_1hz);
	end
	counter_4bit digit3 (
			.i_clk(clk_m), .i_rst(rst), .i_max(max_digit3), .i_num(i_num), .i_set(set[3]), .i_inc(en[3]), .i_paused(pauseState), .o_val(o_val_arr[3]), .o_carry(carry[3])
		);
	counter_4bit digit2(
			.i_clk(clk_m), .i_rst(rst), .i_max(max_digit2), .i_num(i_num), .i_set(set[2]), .i_inc(en[2]), .i_paused(pauseState), .o_val(o_val_arr[2]), .o_carry(carry[2])
		);
	counter_4bit digit1(
			.i_clk(clk_m), .i_rst(rst), .i_max(max_digit1), .i_num(i_num), .i_set(set[1]), .i_inc(en[1]), .i_paused(pauseState), .o_val(o_val_arr[1]), .o_carry(carry[1])
		);
	counter_4bit digit0(
			.i_clk(clk_m), .i_rst(rst), .i_max(max_digit0), .i_num(i_num), .i_set(set[0]), .i_inc(en[0]), .i_paused(pauseState), .o_val(o_val_arr[0]), .o_carry(carry[0])
		);
endmodule
==> run.sh <==
#!/bin/bash
# OpenROAD 26Q1-2900-gdf79404cd8, Yosys 0.63+post, stock flow scripts
make -C /OpenROAD-flow-scripts/flow DESIGN_CONFIG=/design/flow/config.mk WORK_HOME=/design/flow/orfs finish
==> config.mk <==
export PLATFORM = sky130hd
export DESIGN_NAME = stopwatch
export DESIGN_NICKNAME = stopwatch
export VERILOG_FILES = /design/flow/design.v
export SDC_FILE = /design/flow/constraint.sdc
export NUM_CORES = 4
export LEC_CHECK = 1
export CORE_UTILIZATION = 40
==> constraint.sdc <==
current_design stopwatch

set clk_period 5.7
set clk_io_pct 0.2

create_clock -name clk0 -period $clk_period [get_ports {clk}]

set non_clock_inputs [all_inputs -no_clocks]
set_input_delay [expr $clk_period * $clk_io_pct] -clock clk0 $non_clock_inputs
set_output_delay [expr $clk_period * $clk_io_pct] -clock clk0 [all_outputs]
==> metrics.txt <==
# HELP chip_impl_metric Implementation results
# TYPE chip_impl_metric gauge
chip_impl_info{name="outcome",value="finished, final reports clean"} 1
chip_impl_metric{name="fin_crit_period",unit="ns"} 2.07
chip_impl_metric{name="grt_pass1_vias",unit=""} 4916
chip_impl_metric{name="critical_path_required",unit="ns"} 6.04
chip_impl_metric{name="routed_via_density",unit=""} 5.23
chip_impl_metric{name="slew_headroom",unit=""} 0.494
chip_impl_metric{name="ctsHoldBuffers",unit=""} 0
chip_impl_metric{name="warnings",unit=""} 47
chip_impl_metric{name="timing_hold_violations_final",unit=""} 0
chip_impl_metric{name="holdPathStages",unit=""} 0
chip_impl_info{name="grt_setup_unrepaired",value="false"} 1
chip_impl_metric{name="synth.top_cell.area_share",unit=""} 0.312
chip_impl_info{name="timing.rr.start",value="cd.main_reg[0]$_SDFF_PP0_"} 1
chip_impl_metric{name="arrival",unit="ns"} 2.41
chip_impl_metric{name="setup-tns-final",unit="ns"} 0
chip_impl_metric{name="placement.io_buffers",unit=""} 20
chip_impl_metric{name="cellInternalPower",unit="mW"} 1.52
chip_impl_metric{name="fin_ws",unit="ns"} 3.63
chip_impl_metric{name="estimated_wirelength_of_the_detail_placed_design",unit="mm"} 9.05
chip_impl_metric{name="worst_skew_pair.late_latency",unit="ns"} 0.41
chip_impl_metric{name="drc",unit=""} 0
chip_impl_metric{name="tightestPinTransition",unit="ns"} 0.758
chip_impl_metric{name="tritoncts.num_buffers",unit=""} 17
chip_impl_info{name="holdPathEnd",value="ih.adj_states[1]$_DFF_P_"} 1
chip_impl_metric{name="die.size.y",unit="um"} 137
chip_impl_metric{name="grt_first_pass_wirelength",unit="mm"} 21.9
chip_impl_metric{name="route.antenna.remaining_nets",unit=""} 0
chip_impl_metric{name="timing.final.max_slew_violations",unit=""} 0
chip_impl_metric{name="count_of_endpoints_without_a_timing_constraint",unit=""} 53
chip_impl_metric{name="postSynthSeqShare",unit=""} 0.508
chip_impl_metric{name="placement_rows",unit=""} 48
chip_impl_metric{name="post-route-period-util",unit=""} 0.363
chip_impl_info{name="timing.setup.critical_path_class",value="reg -> reg"} 1
chip_impl_metric{name="mappedNetlistArea",unit="um2"} 7250
chip_impl_metric{name="fin_util",unit=""} 0.470
chip_impl_metric{name="drt-initial-drc-count",unit=""} 222
chip_impl_metric{name="ys_seq_elements",unit=""} 159
chip_impl_info{name="clock_tree.root_cell",value="sky130_fd_sc_hd__clkbuf_16"} 1
chip_impl_metric{name="static-leakage-power",unit="nW"} 3.07
chip_impl_metric{name="pin_count",unit=""} 22
chip_impl_metric{name="setup_viol_count_final",unit=""} 0
chip_impl_metric{name="powerDensity",unit="nW/um2"} 230
chip_impl_metric{name="irDropWorstVdd",unit="mV"} 0.251
chip_impl_info{name="critPathTopFamily",value="simple AND/OR/NAND/NOR gates"} 1
chip_impl_metric{name="power.total",unit="mW"} 1.89
chip_impl_metric{name="antenna_found_initial",unit=""} 0
chip_impl_metric{name="r2r_slack",unit="ns"} 3.63
chip_impl_metric{name="gp_congestion",unit=""} 0.868
chip_impl_info{name="r2r_end",value="cd.main_reg[22]$_SDFF_PP0_"} 1
chip_impl_metric{name="post_synth.cell_area_avg",unit="um2"} 9.66
chip_impl_metric{name="drv_cap",unit=""} 0
chip_impl_metric{name="vias_after_detailed_routing",unit=""} 5296
chip_impl_info{name="synth.top_cells.by_count",value="sky130_fd_sc_hd__dfxtp_1 (113), sky130_fd_sc_hd__nor2_1 (85), sky130_fd_sc_hd__nand2_1 (70), sky130_fd_sc_hd__nand3_1 (45), sky130_fd_sc_hd__xnor2_1 (41)"} 1
chip_impl_info{name="tritoncts",value="yes"} 1
chip_impl_metric{name="path_buffers",unit=""} 0
chip_impl_metric{name="summed_standard_cell_area_reported_by_yosys",unit="um2"} 7250
chip_impl_metric{name="worst_r2r_path_depth",unit=""} 5
chip_impl_info{name="worst_path_max_delay_cell",value="sky130_fd_sc_hd__or4_1"} 1
chip_impl_info{name="worstSetupStartpointType",value="flop"} 1
chip_impl_info{name="timing.hold.worst.start",value="ih.adj_states[0]$_DFF_P_"} 1
chip_impl_metric{name="asyncSetResetFlopFracSynth",unit=""} 0.101
chip_impl_metric{name="ys_cells",unit=""} 751
chip_impl_metric{name="insertedDiodeCount",unit=""} 0
chip_impl_metric{name="post_cts.repair.setup_buffers",unit=""} 0
chip_impl_metric{name="fin_skew",unit="ns"} 0.00455
chip_impl_metric{name="switching_share",unit=""} 0.194
chip_impl_metric{name="initial_core_util",unit=""} 0.415
chip_impl_metric{name="route.detailed.wl_per_inst",unit="um"} 12.6
chip_impl_metric{name="clkTransAtPathRegs",unit="ns"} 0.05
chip_impl_metric{name="number_of_synthesized_flops_with_an_enable_pin",unit=""} 30
chip_impl_metric{name="grt_start_max_net_pins",unit=""} 32
chip_impl_metric{name="fmaxAchievable",unit="GHz"} 0.484
chip_impl_metric{name="p_switching",unit="mW"} 0.366
chip_impl_metric{name="yosysWarnings",unit=""} 10
chip_impl_metric{name="pwr-share-comb",unit=""} 0.015
chip_impl_metric{name="unclocked_pins",unit=""} 37
chip_impl_metric{name="globalRouteOverflowTotal",unit=""} 0
chip_impl_metric{name="number_of_iterations_in_the_first_detailed_routing_pass",unit=""} 5
chip_impl_info{name="synth.most_common_cell",value="sky130_fd_sc_hd__dfxtp_1"} 1
chip_impl_metric{name="slowest_delay",unit="ns"} 0.62
chip_impl_metric{name="post_cts_resized",unit=""} 0
chip_impl_metric{name="post_synth_num_cell_types",unit=""} 53
chip_impl_metric{name="syn_inst",unit=""} 751
chip_impl_info{name="setup.worst_path.end_class",value="flop"} 1
chip_impl_metric{name="buffer_depth_of_the_longest_clock_path",unit=""} 2
chip_impl_metric{name="share_of_post_route_cells_with_drive_strength_above_1",unit=""} 0.0534
chip_impl_metric{name="drt_wl_total",unit="mm"} 12.7
chip_impl_metric{name="chipArea",unit="um2"} 18700
chip_impl_metric{name="floorplan.die.width",unit="um"} 137
chip_impl_info{name="most_area_consuming_cells_after_synthesis",value="sky130_fd_sc_hd__dfxtp_1 (31%), sky130_fd_sc_hd__edfxtp_1 (12%), sky130_fd_sc_hd__dfbbp_1 (7.2%)"} 1
chip_impl_metric{name="fillers",unit=""} 1554
chip_impl_metric{name="cts_htree_levels",unit=""} 4
chip_impl_metric{name="fp.coreArea",unit="um2"} 17500
chip_impl_metric{name="path_max_fanout",unit=""} 8
chip_impl_metric{name="clock_power_share",unit=""} 0.518
chip_impl_metric{name="dp_worst_setup_slack",unit="ns"} 3.56
chip_impl_info{name="timing.hold.worst.class",value="reg -> reg"} 1
chip_impl_metric{name="syn2layout_area_growth",unit="%"} 13.3
chip_impl_info{name="yosys_most_used_dff",value="sky130_fd_sc_hd__dfxtp_1"} 1
chip_impl_metric{name="global_route.usage.total",unit=""} 0.149
chip_impl_metric{name="power.share.sequential",unit=""} 0.467
chip_impl_info{name="cp_cell_sequence",value="ha_1 > nand2_1 > or4_1 > or4_4 > a21oi_2"} 1
chip_impl_info{name="synthDominantAreaCellType",value="sky130_fd_sc_hd__dfxtp_1"} 1
==> stage by stage <==
| step | instance area (um2) | std cells | hold slack, ns |
|---|---|---|---|
| 5_1_grt | 8220 | 1012 | 0.384 |
| 4_1_cts | 8220 | 1012 | 0.371 |
| 3_5_place_dp | 7680 | 980 | 0.360 |
| 3_3_place_gp | 7680 | 980 | 0.356 |
| 6_report | 8220 | 1012 | 0.365 |
| 2_1_floorplan | 7250 | 751 | 0.349 |
==> power by group through the flow <==
| stage | Clock, mW | Sequential (mW) | Combinational, mW |
|---|---|---|---|
| after CTS | 1.00 | 0.882 | 0.0280 |
| after global routing | 1.04 | 0.882 | 0.0303 |
| final | 0.978 | 0.883 | 0.0278 |
==> worst register-to-register path, cell delays in order, from the launching register on <==
cell	delay, ns
sky130_fd_sc_hd__dfxtp_1	0.40
sky130_fd_sc_hd__ha_1	0.25
sky130_fd_sc_hd__nand2_1	0.07
sky130_fd_sc_hd__or4_1	0.62
sky130_fd_sc_hd__or4_4	0.53
sky130_fd_sc_hd__a21oi_2	0.14
==> logic make-up after synthesis <==
kind of cell,synth area share
and+or+nand+nor,0.246
DFF,0.508
AOI/OAI and AO/OA,0.0813
adders and majority gates,0.0431
xor gates and xnor gates,0.0833
buffers and inverters,0.0305
muxes,0.00828
==> layout make-up <==
cell class | instances | area (um2) | area share
Clock buffer | 19 | 433 | 0.0527
Clock inverter | 13 | 109 | 0.0132
Inverter | 34 | 128 | 0.0155
Multi-Input combinational cell | 537 | 3350 | 0.407
Sequential cell | 159 | 3680 | 0.448
Tap cell | 225 | 282 | 0.0342
Timing Repair Buffer | 25 | 238 | 0.0289
==> per-layer routing <==
layer / GRT usage / vias up / share of wire
met3: 0.0238 / 21 / 0.035
met4: 0.0340 / 0 / 0.022
met5: 0 / - / 0
li1: - / 2721 / -
met1: 0.224 / 2459 / 0.49
met2: 0.234 / 95 / 0.45
==> how the worst max path moves through the flow <==
stage	slack, ns	cells past startpoint	endpoint	from
4_1_cts	3.63	5	cd.main_reg[22]$_SDFF_PP0_	cd.main_reg[0]$_SDFF_PP0_
5_1_grt	3.51	5	cd.main_reg[22]$_SDFF_PP0_	cd.main_reg[0]$_SDFF_PP0_
6_report	3.63	5	cd.main_reg[22]$_SDFF_PP0_	cd.main_reg[0]$_SDFF_PP0_
==> layout by cell type, fill, tap and decap left out, types with 10 or more instances in the layout <==
cell type	instances
sky130_fd_sc_hd__edfxtp_1	30
sky130_fd_sc_hd__nand2_1	70
sky130_fd_sc_hd__nor4_1	10
sky130_fd_sc_hd__a21oi_1	27
sky130_fd_sc_hd__clkdlybuf4s50_1	20
sky130_fd_sc_hd__dfbbp_1	16
sky130_fd_sc_hd__nand3_1	45
sky130_fd_sc_hd__inv_1	34
sky130_fd_sc_hd__dfxtp_1	113
sky130_fd_sc_hd__nor2b_1	13
sky130_fd_sc_hd__nor2_1	85
sky130_fd_sc_hd__nor3_1	16
sky130_fd_sc_hd__o31ai_1	16
sky130_fd_sc_hd__and3_1	10
sky130_fd_sc_hd__clkbuf_16	17
sky130_fd_sc_hd__or3_1	16
sky130_fd_sc_hd__ha_1	25
sky130_fd_sc_hd__o21ai_0	31
sky130_fd_sc_hd__and4_1	11
sky130_fd_sc_hd__xor2_1	28
sky130_fd_sc_hd__xnor2_1	41
sky130_fd_sc_hd__or4_1	16
sky130_fd_sc_hd__nand4_1	21
Power is estimated from default activity; no workload was simulated.
