==> design/flow/design.v <==
`timescale 1ns / 1ps
module lab1(
	 D, E, F, S
	 );
	input [11:0] D;  
	output [2:0] E;  
	output [3:0] F;  
	output S;		  
	wire [10:0] mag;  
	wire [3:0] Fin;
	wire Fifth;
	wire [2:0] exp;
	lab1_2comp_SM_encoder uut1 (
		.D(D),
		.sign(S),
		.mag(mag)
	);
	lab1_middleman uut2 (
		.mag(mag),
		.E(exp),
		.F(Fin),
		.Fifth(Fifth)
	);
	lab1_round uut3 (
		.E(exp),
		.F(Fin),
		.Fifth(Fifth),
		.Eout(E),
		.Fout(F)
	); 
endmodule
`timescale 1ns / 1ps
module lab1_2comp_SM_encoder(D ,sign , mag
    );
	input [11:0] D;
	output reg sign;
	output reg [10:0] mag;
	always @* begin
		sign = D[11];
		if (sign)
			mag <= ~D + 1'b1;
		else
			mag <= D[10:0];
		if (D == 2048)
			mag <= 11'b11111111111;
	end	
endmodule
`timescale 1ns / 1ps
module lab1_middleman(mag,E,F,Fifth
    );
	input [10:0] mag;
	output reg [2:0] E;
	output reg [3:0] F;
	output reg Fifth;
	reg [2:0] exp;
	wire [3:0] index;
	reg [3:0] num_zeros;  
	reg [10:0] calc_shift;
	lab1_priority_encoder uut (
		.mag(mag),
		.index(index)
	);
	always @* begin
		num_zeros = 11 - index;
		exp = 8 - num_zeros;
		if (exp < 0) begin
			E <= 0;
			F <= mag[3:0];
			Fifth <= 0;
		end
		else if (mag == 0) begin
			E <= 0;
			F <= 0;
			Fifth <= 0;
		end
		else if (index < 4) begin
			F <= mag[3:0];
			Fifth <= 0;
			E <= exp;
		end
		else begin
			calc_shift <= mag >> (index-4);
			F <= calc_shift[5:1];
			Fifth <= calc_shift[0];
			E <= exp; 
		end
	end
endmodule
`timescale 1ns / 1ps
module lab1_priority_encoder( mag, index
    );
	input [10:0] mag;
	output reg [3:0] index;
	always @* begin
		index[0] <= (~mag[10] & mag[9]) |
						(~mag[10] & ~mag[9] & ~mag[8] & mag[7]) |
						(~mag[10] & ~mag[9] & ~mag[8] & ~mag[7] & ~mag[6] & mag[5]) |
						(~mag[10] & ~mag[9] & ~mag[8] & ~mag[7] & ~mag[6] & ~mag[5] & ~mag[4] & mag[3]) |
						(~mag[10] & ~mag[9] & ~mag[8] & ~mag[7] & ~mag[6] & ~mag[5] & ~mag[4] & ~mag[3] & ~mag[2] & mag[1]);
		index[1] <= (mag[10]) |
						(~mag[10] & ~mag[9] & ~mag[8] & mag[7]) |
						(~mag[10] & ~mag[9] & ~mag[8] & ~mag[7] & mag[6]) |
						(~mag[10] & ~mag[9] & ~mag[8] & ~mag[7] & ~mag[6] & ~mag[5] & ~mag[4] & mag[3]) |
						(~mag[10] & ~mag[9] & ~mag[8] & ~mag[7] & ~mag[6] & ~mag[5] & ~mag[4] & ~mag[3] & mag[2]);
		index[2] <= (~mag[10] & ~mag[9] & ~mag[8] & mag[7]) |
						(~mag[10] & ~mag[9] & ~mag[8] & ~mag[7] & mag[6]) |
						(~mag[10] & ~mag[9] & ~mag[8] & ~mag[7] & ~mag[6] & mag[5]) |
						(~mag[10] & ~mag[9] & ~mag[8] & ~mag[7] & ~mag[6] & ~mag[5] & mag[4]);
		index[3] <= (mag[10]) |
						(~mag[10] & mag[9]) |
						(~mag[10] & ~mag[9] & mag[8]);
	end
endmodule
`timescale 1ns / 1ps
module lab1_round(E,F,Fifth,Eout,Fout);
  input [2:0] E;  
  input [3:0] F;  
  input Fifth;  
  output reg [2:0] Eout; 
  output reg [3:0] Fout; 
  always @* begin 
	 if(Fifth == 0)
      begin 
        Fout = F;
        Eout = E; 
      end 
    else  
      begin 
        if(F == 4'b1111) 
          begin 
            if(E == 3'b111)
              begin 
                Fout = 4'b1111;
				    Eout = E;
              end 
            else  
              begin
                Fout = 4'b1000; 
                Eout = E + 1; 
              end 
          end 
        else  
          begin
            Fout = F + 1; 
            Eout = E;
          end 
      end 
  end 
endmodule
==> design/flow/run.sh <==
#!/bin/bash
# OpenROAD 26Q1-2900-gdf79404cd8, Yosys 0.63+post, stock flow scripts
make -C /OpenROAD-flow-scripts/flow DESIGN_CONFIG=/design/flow/config.mk WORK_HOME=/design/flow/orfs finish
==> design/flow/config.mk <==
export PLATFORM = sky130hd
export DESIGN_NAME = lab1
export DESIGN_NICKNAME = lab1
export VERILOG_FILES = /design/flow/design.v
export SDC_FILE = /design/flow/constraint.sdc
export NUM_CORES = 4
export LEC_CHECK = 1
export CORE_AREA = 10 10 101 101
export DIE_AREA = 0 0 111 111
==> design/flow/constraint.sdc <==
current_design lab1

set clk_period 11.4
set clk_io_pct 0.2

create_clock -name clk0 -period $clk_period

set non_clock_inputs [all_inputs -no_clocks]
set_input_delay [expr $clk_period * $clk_io_pct] -clock clk0 $non_clock_inputs
set_output_delay [expr $clk_period * $clk_io_pct] -clock clk0 [all_outputs]
==> out/metrics.yaml <==
io_buffers: 20
netlist_instances: 175
drt_pass1_iterations: 4
async_flop_share_pct: 0
critPathMaxFanout: 15
ant_nets: 0
hold_path.class: "input pin to output port"
ys_cells: 175
critPathLaunchType: "input pin"
yosysWarnings: 4
max-slew-margin-rel_pct: 43.8
untimed_endpoints: 5
path_common_cell: "ha_1"
final_util_pct: 19.6
final.period_utilization_pct: 83.3
grt_usage_pct: 5.25
coreArea_sq_um: 8130
unclocked_pins: 5
die-area_sq_um: 12300
worst_pin_slew_ns: 0.841
area_leaders: "mux2i_1 (6.9%), dlxtn_1 (5.8%), nor2_1 (5.5%)"
outcome: "complete, no violations"
detail_route.wl_per_cell_microns: 11.6
worst_hold_path.num_cells: 6
p_per_area_nw_per_um2: 42.5
synth_area_sq_um: 1310
fmax_mhz: 105
finalSetupViolCount: 0
p_sw_w: 0.0000343
cp.arrival_ns: 7.22
gp_congestion: 0.835
critical_path_class: "input pin to output port"
max_stage_delay_ns: 0.56
ff_type: "dlxtn_1"
cts_resized: 0
drc: 0
ys_types: 68
io_pins: 20
placed_cell_area_sq_um: 1590
fp.dieH_microns: 111
path_cells: "clkdlybuf4s50_1 > inv_1 > ha_1 > nor4b_1 > o31a_1 > mux2i_1 > and2_2 > a21oi_4 > inv_1 > ha_1 > nor2_1 > a311oi_1 > ha_1 > nand2_1 > nor3_1 > nand2_1 > a21oi_2 > mux2_4 > clkdlybuf4s50_1"
avgSynthCellArea_sq_um: 7.46
final_area_sq_um: 1590
antenna_cells: 0
power.leakage_nw: 0.592
netlist.area_leader.share_pct: 6.90
dp_hpwl_microns: 2730
place_inst: 292
hold_viol_final: 0
numSynthFlops: 5
swShare_pct: 50.7
min_to: "F[0]"
grt_max_degree: 26
enable_flop_cells: 0
total_power_w: 0.0000677
chipWidth_microns: 111
yosysTopAreaCell: "mux2i_1"
power.share.combinational_pct: 97.3
avgViaCountPerCell: 4.50
wl_microns: 3400
initialDrtViolationCount: 64
vdd_drop_max_mv: 0.0203
initCoreUtil_pct: 16.0
crit_family: "buffers and inverters"
stdcell_count: 292
crit_buf_inv: 4
grt_pass1_vias: 1248
antenna_found_initial: 0
gr-total-overflow: 0
area_delta_synth_final_pct: 22.1
worstHoldStart: "D[0]"
fillerInstances: 903
clkPwrFrac_pct: 0
reg_top3: "uut2.calc_shift x5"
finalCriticalPeriod_ns: 9.50
cp.required_ns: 9.12
post_cts_buffers: 0
final.setup.tns_ns: 0
largest-register: "uut2.calc_shift"
yosys-top-cells-count: "nor2_1 (19), nand2_1 (17), mux2i_1 (9)"
yosysChipArea_sq_um: 1310
maxCapViolCount: 0
p_int_w: 0.0000333
cts_hold_buf: 0
pwr-share-seq_pct: 2.7
rows: 33
maxSlewViolCount: 0
top_cell: "nor2_1"
grt_setup_unrepaired: "false"
slowest_stage: "clkdlybuf4s50_1"
grt_pass1_wl_microns: 5930
warnings: 32
vias: 1314
drive_above_1_share_pct: 13.4
largest_reg_flops: 5
cp-end-kind: "output port"
[placed cells by master (no fill, tap or decap), types with 2 or more instances in the layout]
cell / synthesis / routed
a41oi_1: 2 / 2
nor3b_1: 3 / 3
xnor2_1: 4 / 4
o22ai_1: 4 / 4
nand2_1: 17 / 17
a31oi_1: 3 / 3
a311oi_1: 2 / 2
ha_1: 5 / 5
mux2_4: 3 / 3
a31o_2: 3 / 3
xor2_1: 4 / 4
nand2b_1: 5 / 5
mux2_2: 2 / 2
nor2_1: 19 / 19
nor3_1: 4 / 4
clkdlybuf4s50_1: 0 / 20
o221ai_1: 2 / 2
nand3_1: 4 / 4
and3_1: 2 / 2
o21ai_0: 4 / 4
and2_1: 3 / 3
dlxtn_1: 5 / 5
a21oi_1: 5 / 5
inv_1: 6 / 6
mux2i_1: 9 / 9
o31a_1: 2 / 2
o21ai_1: 3 / 3
or3_1: 2 / 2
nand4_1: 4 / 4
[final cells by class]
cell class	count	area [sq um]	share of cell area (%)
inverters	6	22.5	1.41
multi-input cells	156	1160	73.1
flip-flops and latches	5	75.1	4.71
well taps	105	131	8.25
repair buffers	20	200	12.6
[metrics by stage]
step / setup slack [ns] / hold slack, ns
floorplan: 3.17 / 4.63
global placement: 2.07 / 5.96
detailed placement: 1.97 / 5.96
CTS: 1.95 / 5.97
global route: 1.33 / 6.11
finish: 1.90 / 5.96
[cells by family after synthesis]
family                     count (synthesis)  synth area share [%]
and+or+nand+nor                           82                  36.8
buffers and inverters                     14                  5.08
latches                                    5                  5.75
muxes                                     14                  12.1
adders and majority gates                  5                  4.79
xor gates and xnor gates                   8                  5.37
AOI/OAI and AO/OA                         47                  30.1
[tightest hold or removal path: cells and delay by family]
family	cells	cell delay (ns)
buffers and inverters	3	1.06
AOI/OAI and AO/OA	2	0.24
and+or+nand+nor	1	0.11
[how the worst max path moves through the flow]
stage	slack (ns)	depth (start not counted)	end	startpoint
after global routing	1.33	19	E[1]	D[0]
after CTS	1.95	19	E[1]	D[0]
final	1.90	19	E[1]	D[0]
[power by group through the flow]
stage / sequential (W) / clock (W) / combinational [W]
4_1_cts: 0.00000183 / 0 / 0.0000659
6_report: 0.00000183 / 0 / 0.0000658
5_1_grt: 0.00000189 / 0 / 0.0000732
[metal layers]
metal  global-route usage [%]  vias to the layer above  share of wire [%]
met2                     6.92                       33                 36
li1                         -                      692                  -
met3                    0.930                        0                5.6
met4                    0.174                        0                  0
met5                        0                        -                  0
met1                     8.73                      589                 58
Power figures rest on the tool's default switching activity, not on a simulated workload.
